`flow/design.v`:
```
module montgomery_mul #(  parameter NBITS = 256) (
  input               clk,
  input               rst_n,
  input               enable_p,
  input  [NBITS-1 :0] a,
  input  [NBITS-1 :0] b,
  input  [NBITS-1 :0] m,
  input  [11      :0] m_size,
  output [NBITS-1 :0] y,
  output              done_irq_p);
reg [NBITS   :0] y_loc;
reg [NBITS-1 :0] a_loc;
reg              done_irq_p_loc;
reg              done_irq_p_loc_d;
reg [11      :0] m_size_cnt;
wire [NBITS+1 :0] b_loc_mul_a_loc_i ;
wire [NBITS+1 :0] y_loc_for_red ;
assign b_loc_mul_a_loc_i    = a_loc[0] ? (b + y_loc) : y_loc;
assign y_loc_for_red        = (b_loc_mul_a_loc_i[0] == 1'b1) ? (b_loc_mul_a_loc_i + m ) : b_loc_mul_a_loc_i;
always @ (posedge clk or negedge rst_n) begin
  if (rst_n == 1'b0) begin
    y_loc          <= {(NBITS+1){1'b0}};
    a_loc          <= {NBITS{1'b1}};
    done_irq_p_loc <= 1'b0;
  end
  else begin
    if (enable_p == 1'b1) begin
      a_loc          <= a;
      y_loc          <= {(NBITS+1){1'b0}};
      done_irq_p_loc <= 1'b0;
    end
    else if (|m_size_cnt[11:0]) begin
      y_loc <= {y_loc_for_red[NBITS+1 :1]};
      a_loc <= {1'b0, a_loc[NBITS-1 :1]};
    end 
    else begin
      if (y_loc >= m) begin
        y_loc <= y_loc - m;
      end
      else begin
        done_irq_p_loc <= 1'b1;      end    end  end end
  always @ (posedge clk or negedge rst_n) begin
    if (rst_n == 1'b0) begin
      m_size_cnt    <= 12'b0;
    end
    else begin
      if (enable_p == 1'b1) begin
        m_size_cnt    <= m_size;   end
      else if (|m_size_cnt[11:0]) begin
        m_size_cnt    <= m_size_cnt-1'b1;
      end    end  end
  always @ (posedge clk or negedge rst_n) begin
    if (rst_n == 1'b0) begin
      done_irq_p_loc_d  <= 1'b0;
    end
    else begin
      done_irq_p_loc_d  <= done_irq_p_loc  ; end end
  assign done_irq_p =  done_irq_p_loc & ~done_irq_p_loc_d;
  assign y          =  y_loc[NBITS-1 :0];
endmodule
module montgomery_from_conv #(  parameter NBITS = 256) (
  input               clk,
  input               rst_n,
  input               enable_p,
  input  [NBITS-1 :0] a,
  input  [NBITS-1 :0] m,
  input  [11      :0] m_size,
  output [NBITS-1 :0] y,
  output              done_irq_p
);
montgomery_mul #(  .NBITS (NBITS) ) u_montgomery_mul_inst (
  .clk               (clk),              
  .rst_n             (rst_n),            
  .enable_p          (enable_p),         
  .a                 (a),                
  .b                 (64'b1),          
  .m                 (m),                
  .m_size            (m_size),           
  .y                 (y),                
  .done_irq_p        (done_irq_p)        
);
endmodule
```
`flow/run.sh`:
```
#!/bin/bash
# OpenROAD 26Q1-2900-gdf79404cd8, Yosys 0.63+post, stock flow scripts
make -C /OpenROAD-flow-scripts/flow DESIGN_CONFIG=/design/flow/config.mk WORK_HOME=/design/flow/orfs finish
```
`flow/config.mk`:
```
export PLATFORM = sky130hd
export DESIGN_NAME = montgomery_from_conv
export DESIGN_NICKNAME = montgomery_from_conv
export VERILOG_FILES = /design/flow/design.v
export SDC_FILE = /design/flow/constraint.sdc
export NUM_CORES = 4
export LEC_CHECK = 1
export CORE_UTILIZATION = 40
```
`flow/constraint.sdc`:
```
current_design montgomery_from_conv

set clk_period 68.8
set clk_io_pct 0.2

create_clock -name clk0 -period $clk_period [get_ports {clk}]

set non_clock_inputs [all_inputs -no_clocks]
set_input_delay [expr $clk_period * $clk_io_pct] -clock clk0 $non_clock_inputs
set_output_delay [expr $clk_period * $clk_io_pct] -clock clk0 [all_outputs]
```
==> results.ini <==
[cts]
cts_resized = 0
cts_inserted_buffers = 73
cts_buffer_depth = 3
ctsHoldBuffers = 0
clk_latency_ns = 0.76
ctsHtreeMaxLevel = 3
cts_tree = yes
cts_setup_buffers = 0
clk_pin_slew_ns = 0.06
root_buffer = clkbuf_16
cts.sink_count = 527

[global_routing]
antenna_found_initial = 50
grt_max_degree = 114
gr-total-overflow = 0
grt_pass1_wl_um = 606000
grt_usage = 0.477
grt_pass1_vias = 80900

[sta]
tightestPinTransition_ns = 1.56
setup_viol = 0
worst_slack_ns = 48.39
clock_skew_ns = 0.0561
slew_headroom = -0.0505
rsz0062_at_grt = false
final.setup.tns_ns = 0
slew_viol_final = 4
finalCritPeriodShare = 0.297
fmax_ghz = 0.0490
fin_crit_ns = 20.41
hold_viol_final = 0

[logic_synthesis]
netlist-cell-type-count = 105
yosys_warnings = 1
ys_sh_adder = 0.0894
yosysCellCount = 10400
top_logic_kind = AND-OR/OR-AND gates
synth-edff-count = 0
synth_seq_share = 0.187
yosysChipArea_um2 = 72300
mux_area_frac = 0.0389
ys_sh_xor = 0.0889
ff_type = dfrtp_1
synth_area_per_cell_um2 = 6.96
synthCells = 10400
synth_flops = 527
synth.largest_area_cell = dfrtp_1
async_reset_ff_frac = 1.00
ys_sh_aoi = 0.288
simple_gate_area_frac = 0.232
syn_area_um2 = 72300
top_cells_by_area = dfrtp_1, dfstp_2, ha_1, a21oi_1, o21ai_0
top_cell_area_share = 0.0938

[pwr]
peakVddDrop_mv = 0.0227
total_power_uw = 3330
leakage_uw = 0.0327
power.density_nw_per_um2 = 39.7

[layout]
fillers = 17900
area_growth_pct = 15.8
finalInstanceArea_um2 = 83700
drive_gt1_frac = 0.0655
instances_no_fill = 13200

[placement]
place_inst = 13000
place_ws_ns = 48.07
postPlaceCellArea_um2 = 81000
hpwl_um = 365000
gp_congestion = 1.18
io_buffers = 783

[run]
warnings = 31
max_cap_violations = 1

[die]
rows = 155
fp_util = 0.404
ios = 784
die_w_um = 427
die_h_um = 427
dieArea_um2 = 182000
core_area_um2 = 179000

[worst_hold_path]
hold_path_class = reg -> reg
hp-start = u_montgomery_mul_inst.done_irq_p_loc

[run_status]
violations = max-capacitance violations, max-slew violations
outcome = finished, violations left

[routing]
viasPerCell = 6.64
routedWlPerCell_um = 33.4
firstDrtPassIters = 10
route.detailed.drc = 0
drtIter0Drc = 11500
drtAntennaViolNets = 0
via_count = 87400
wirelength_um = 439000

[critical_path]
critPathLaunchType = primary input
arrival_ns = 21.08
end_kind = flip-flop
path_max_fanout = 44
worstPathRequired_ns = 69.47
crit_path_start = m[109]
r2r-start = u_montgomery_mul_inst.y_loc[39]
worstSetupPathType = in -> reg

-- final timing paths --
| path | slack (ns) | to | cells after the start |
|---|---|---|---|
| max | 48.39 | u_montgomery_mul_inst.y_loc[142] | 18 |
| max reg2reg | 58.03 | u_montgomery_mul_inst.y_loc[248] | 26 |
| min | 0.41 | u_montgomery_mul_inst.done_irq_p_loc_d | 0 |
| min in group asynchronous | 12.88 | u_montgomery_mul_inst.y_loc[50] | 1 |
| max in group asynchronous | 52.94 | u_montgomery_mul_inst.y_loc[194] | 5 |
| min reg2reg | 0.41 | u_montgomery_mul_inst.done_irq_p_loc_d | 0 |
-- critical path, cell delays in order --
cell and delay, ns:
clkdlybuf4s50_1 0.60, inv_1 0.07, ha_1 0.47, nand2_1 0.19, nor4_1 0.45, nand3_1 0.87
nor4_1 0.98, nand4_1 0.55, o311a_1 0.55, and2_1 0.17, o2111ai_1 0.12, nand3_2 0.10
buf_4 0.33, nand2b_4 0.32, buf_4 0.38, buf_4 0.44, a2111oi_0 0.52, a21o_1 0.14
-- synth_stat cells (64+ instances only) --
| master | number |
|---|---|
| nor3_1 | 212 |
| ha_1 | 513 |
| o211ai_1 | 89 |
| o31ai_1 | 74 |
| o21bai_1 | 159 |
| o21a_1 | 76 |
| xnor2_1 | 450 |
| dfrtp_1 | 271 |
| nand4_1 | 410 |
| a21oi_1 | 1160 |
| inv_1 | 433 |
| a21o_1 | 198 |
| xor2_1 | 282 |
| a211oi_1 | 99 |
| buf_4 | 258 |
| dfstp_2 | 256 |
| nor2_1 | 882 |
| nand3_1 | 231 |
| mux2i_1 | 272 |
| clkbuf_1 | 453 |
| nor4_1 | 83 |
| and3_1 | 86 |
| or3_1 | 64 |
| o21ai_0 | 1149 |
| nand2_1 | 1411 |
-- kinds of logic (layout without fill, tap and decap cells) --
kind of cell / count (synthesis) / count (layout)
simple gates: 3646 / 3646
compound gates: 3482 / 3482
buf+inv: 1202 / 1572
xor+xnor: 733 / 733
flops: 527 / 527
fa+ha+maj: 515 / 515
mux: 280 / 280
other cells: 0 / 47
-- registers in the layout, summed over array words and instances, names as in the netlist --
name,cells
u_montgomery_mul_inst.y_loc,257
u_montgomery_mul_inst.a_loc,256
u_montgomery_mul_inst.done_irq_p_loc_d,1
u_montgomery_mul_inst.done_irq_p_loc,1
u_montgomery_mul_inst.m_size_cnt,12
-- layout make-up --
type                       count  area [um^2]  area share
antenna                       47          118     0.00141
tap                         2355         2950      0.0352
multi-input combinational   8656        53400       0.638
timing repair buffer        1003         9540       0.114
inverter                     434         1630      0.0195
clock buffer                 105         2130      0.0254
clock inverter                30          433     0.00517
sequential                   527        13500       0.161
-- stage by stage --
step,hold slack (ns),util
4_1_cts,0.403,0.467
3_3_place_gp,0.384,0.453
3_5_place_dp,0.386,0.453
5_1_grt,0.424,0.467
6_report,0.408,0.468
2_1_floorplan,0.367,-
-- cell usage in the layout (no fill, tap or decap), types with 23 or more instances in the layout --
cell type,n
a221oi_1,40
mux2i_1,272
ha_1,513
or3_1,63
o211ai_1,89
nand4_1,410
xor2_1,281
clkbuf_16,73
o21a_1,76
nor2_1,875
buf_4,217
a21o_1,198
o221ai_1,26
nand2_1,1410
xnor2_1,450
a22o_1,35
a211oi_1,98
diode_2,47
a22oi_1,52
dfrtp_1,271
nor3_1,211
a21boi_0,53
or4_1,23
or2_2,42
and3_1,86
and4_1,34
nand3_1,230
and2_1,52
clkdlybuf4s50_1,781
inv_1,433
a31oi_1,61
o21ai_0,1147
a221o_1,27
nand2b_1,32
nor2b_1,29
nor4_1,82
dfstp_2,256
o21bai_1,159
o31ai_1,74
a21oi_1,1159
-- metal layers --
layer  up-vias  share of wire  track usage
met3      1343           0.13        0.174
met2      6290           0.40        0.657
li1      38200              -            -
met5         -        0.00084      0.00741
met1     41600           0.39        0.635
met4        18          0.079        0.297
-- where the power goes --
| group | switching (uW) | leakage (uW) | internal [uW] | total [uW] |
|---|---|---|---|---|
| Sequential | 177 | 0.00627 | 389 | 566 |
| Clock | 182 | 0.00125 | 238 | 420 |
| Combinational | 1540 | 0.0252 | 794 | 2340 |
| Total | 1900 | 0.0327 | 1420 | 3330 |
Power figures rest on the tool's default switching activity, not on a simulated workload.
