## /design/flow/config.mk

```make
export PLATFORM = sky130hd
export DESIGN_NAME = montgomery_to_conv
export DESIGN_NICKNAME = montgomery_to_conv
export VERILOG_FILES = /design/flow/design.v
export SDC_FILE = /design/flow/constraint.sdc
export NUM_CORES = 4
export LEC_CHECK = 1
export CORE_AREA = 10 10 648 648
export DIE_AREA = 0 0 658 658
```

## /design/flow/constraint.sdc

```tcl
current_design montgomery_to_conv

set clk_period 151.9
set clk_io_pct 0.2

create_clock -name clk0 -period $clk_period [get_ports {clk}]

set non_clock_inputs [all_inputs -no_clocks]
set_input_delay [expr $clk_period * $clk_io_pct] -clock clk0 $non_clock_inputs
set_output_delay [expr $clk_period * $clk_io_pct] -clock clk0 [all_outputs]
```

## /design/flow/design.v

```verilog
module mod_mul_il #(
  parameter NBITS = 256
 ) (
  input               clk,
  input               rst_n,
  input               enable_p,
  input  [NBITS-1 :0] a,
  input  [NBITS-1 :0] b,
  input  [NBITS-1 :0] m,
  output [NBITS-1 :0] y,
  output              done_irq_p
);
reg  [NBITS-1 :0] a_loc;
reg  [NBITS-1 :0] y_loc;
reg  [NBITS-1  :0] b_loc;
reg               done_irq_p_loc;
reg               done_irq_p_loc_d;
wire [NBITS-1   :0] y_loc_accum;
wire [NBITS-1  :0] y_loc_accum_red;
wire [NBITS-1 :0] b_loc_red;
assign b_loc_red        = (b_loc > m) ? (b_loc - m) : b_loc;
assign y_loc_accum      =  a_loc[0] ? (b_loc_red + y_loc) : y_loc;
assign y_loc_accum_red  = (y_loc_accum >= m)   ?  (y_loc_accum -  m) :
                           y_loc_accum ;
always @ (posedge clk or negedge rst_n) begin
  if (rst_n == 1'b0) begin
    y_loc <= {NBITS{1'b0}};
    a_loc <= {NBITS{1'b0}};
    b_loc <= {(NBITS+1){1'b0}};
  end
  else begin
      if (enable_p == 1'b1) begin
        a_loc <= {1'b0, a[NBITS-1 :1]};
        b_loc <= {b, 1'b0};
        if (a[0] == 1'b1) begin
          y_loc <= b;
        end
        else begin
          y_loc <= {NBITS{1'b0}};
        end
      end
      else if (|a_loc) begin
        y_loc <= y_loc_accum_red[NBITS-1 :0];
        b_loc <= {b_loc_red, 1'b0};
        a_loc <= {1'b0, a_loc[NBITS-1:1]};
      end 
  end
end
  always @ (posedge clk or negedge rst_n) begin
    if (rst_n == 1'b0) begin
      done_irq_p_loc    <= 1'b0;
      done_irq_p_loc_d  <= 1'b0;
    end
    else begin
      done_irq_p_loc    <= |a_loc | enable_p;   
      done_irq_p_loc_d  <= done_irq_p_loc  ;
    end
  end
  assign done_irq_p =  done_irq_p_loc_d & ~done_irq_p_loc;
  assign y          =  y_loc;
endmodule
module montgomery_to_conv #(  parameter NBITS = 256 ) (
  input               clk,
  input               rst_n,
  input               enable_p,
  input  [NBITS-1 :0] a,
  input  [NBITS-1 :0] m,
  input  [NBITS-1 :0] r_red,
  output [NBITS-1 :0] y,
  output              done_irq_p);
 mod_mul_il #(  .NBITS (NBITS) ) u_mod_mul_il_inst (
  .clk               (clk),                     
  .rst_n             (rst_n),                   
  .enable_p          (enable_p),                
  .a                 (a),                       
  .b                 (r_red),                   
  .m                 (m),                       
  .y                 (y),                       
  .done_irq_p        (done_irq_p)               
);
endmodule
```

## /design/flow/run.sh

```bash
#!/bin/bash
# OpenROAD 26Q1-2900-gdf79404cd8, Yosys 0.63+post, stock flow scripts
make -C /OpenROAD-flow-scripts/flow DESIGN_CONFIG=/design/flow/config.mk WORK_HOME=/design/flow/orfs finish
```

==> flow_metrics.rpt <==
FLOW METRICS REPORT
----------------------------------------------------
[Status]
  Run status ........................ completed

[Detailed routing]
  Wire length reported by the detailed router ........................ 700000 microns
  Uppermost routed layer ........................ met5
  DR vias ........................ 113148
  Remaining design rule violation count ........................ 0
  Routed wl met2 ........................ 300000 microns
  Post-route ant nets ........................ 0
  Pre-antenna DRT Iters ........................ 8
  Met3 Routed Length ........................ 53200 microns
  Routed len/inst ........................ 35.5 microns
  Per-cell via count in the routed design ........................ 5.74
  Routed metal-1 wire length ........................ 280000 microns
  Violation count after the first detailed-routing iteration ........................ 10645

[Floorplanning]
  Height of the die ........................ 658 microns
  Number of top-level pins ........................ 1028
  Core Util at FP ........................ 0.242
  Die area ........................ 0.433 sq mm
  Horiz. Die Dim ........................ 658 microns
  Total number of placement rows ........................ 234
  Placeable core area ........................ 0.406 sq mm

[Placed design]
  Number of buffers added on ports ........................ 1027
  RePlAce Congestion ........................ 1.09
  Sum of net half-perimeters after detailed placement ........................ 604000 microns

[Setup path]
  Critical R2R Capture ........................ u_mod_mul_il_inst.y_loc[80]
  Buffering stage count on the worst path with inverters included ........................ 11
  R2r setup slk ........................ 133950 ps
  Startpoint kind of the worst setup timing path ........................ input port
  Path type of the worst setup path ........................ input port to register
  Worst r2r src ........................ u_mod_mul_il_inst.b_loc[129]
  Endpoint type of the worst setup path ........................ register
  Worst-path cell with the longest stage delay ........................ sky130_fd_sc_hd__clkdlybuf4s50_1
  Largest stage delay on the critical path ........................ 780 ps
  Worst endpoint required time ........................ 152640 ps
  Kind of cell adding the most delay to the critical path ........................ AND-OR/OR-AND gates
  R2R cell count ........................ 52
  Endpoint arrival time on the critical path ........................ 48360 ps
  Most used cell, CP ........................ sky130_fd_sc_hd__buf_4
  Worst-path maximum fanout ........................ 79

[Global routing]
  First-pass GRT wire length ........................ 943000 microns
  Global route overflow ........................ 0
  Largest net degree at the start of global routing ........................ 117
  Overall Global Routing Usage ........................ 0.315
  Vias in the first global route ........................ 110582
  Antenna violations before repair ........................ 88

[Finish]
  Dominant logic cell type in the layout ........................ sky130_fd_sc_hd__a21oi_1
  Layout-stage area growth over the synthesis result ........................ 20.5%
  Most frequent logic cells in the routed design ........................ 1774 x sky130_fd_sc_hd__a21oi_1, 1597 x sky130_fd_sc_hd__nand2_1, 1254 x sky130_fd_sc_hd__nor2_1
  Share of post-route cells with drive strength above 1 ........................ 0.0854
  Fillcell total ........................ 44284
  Area of the multi-input gates ........................ 0.0736 sq mm
  Area taken by flip-flops and latches ........................ 0.0192 sq mm

[Clock tree]
  Clock-pin slew on the worst setup and hold paths ........................ 70 ps
  Number of buffers added by the clock tree synthesis step ........................ 115
  CTS HTree Levels ........................ 3
  Maximum buffer depth of the clock tree ........................ 4
  CTS tree ........................ yes
  Cts hold-fix bufs ........................ 0
  Buffer type at the clock tree root ........................ sky130_fd_sc_hd__clkbuf_16
  Number of buffers inserted to repair setup after CTS ........................ 0
  Clock sink count ........................ 768
  Post-CTS sizing ........................ 0
  Clock insertion delay at the later pin of the skew report ........................ 950 ps

[STA]
  Largest clock skew in the final design ........................ 94.8 ps
  Final hold violations ........................ 0
  Number of pins exceeding their max-slew limit in the final report ........................ 0
  Max Fclk ........................ 21.0 MHz
  Worst-margin pin slew ........................ 1210 ps
  RSZ-0062 raised after global routing ........................ no
  Max_slew headroom ........................ 0.183
  Total Neg Setup Slack ........................ 0 ps
  Setup violations, final ........................ 0
  Minimum clock period ........................ 47610 ps
  Cycle use final ........................ 0.313

[Job]
  Number of warnings the tools reported ........................ 30
  Max-cap violations ........................ 0

[Hold path]
  Worst min path class ........................ register to register
  Worst hold start ........................ u_mod_mul_il_inst.done_irq_p_loc
  Hold path depth ........................ 0
  Worst min-delay path endpoint ........................ u_mod_mul_il_inst.done_irq_p_loc_d

[Synth]
  Count of mapped cells out of synthesis ........................ 13588
  Dominant Register Cell ........................ sky130_fd_sc_hd__dfrtp_1
  Cell area after technology mapping ........................ 0.0981 sq mm
  Average cell area after synthesis ........................ 7.22 sq um
  Total cell area reported by yosys after synthesis ........................ 0.0981 sq mm
  Yosys cell count ........................ 13588
  Sequential fraction of the synthesis area ........................ 0.196
  Flops out of synthesis ........................ 768
  Post-synth ARST share ........................ 1.00
  Warning count from the yosys run ........................ 1
  EDFF count, synth ........................ 0
  Synth cell types ........................ 115

----------------------------------------------------
[metrics by stage]
stage | hold WS [ps] | util | cells | instance area, sq um | worst slack (ps)
6_report | 379 | 0.291 | 19728 | 118000 | 104290
3_5_place_dp | 368 | 0.281 | 19464 | 114000 | 103840
3_3_place_gp | 361 | 0.281 | 19464 | 114000 | 103770
5_1_grt | 406 | 0.291 | 19699 | 118000 | 103860
4_1_cts | 380 | 0.291 | 19670 | 118000 | 104740
2_1_floorplan | 354 | - | 13588 | 98100 | 111220
[per-layer routing]
layer  vias to the layer above  GRT usage
met5                         -    0.00121
li1                      50878          -
met4                        64      0.232
met1                     55426      0.399
met2                      5362      0.471
met3                      1418     0.0713
[state kept, by name, summed over array words and instances (netlist names)]
signal                              cells
u_mod_mul_il_inst.y_loc               256
u_mod_mul_il_inst.a_loc               255
u_mod_mul_il_inst.b_loc               255
u_mod_mul_il_inst.done_irq_p_loc        1
u_mod_mul_il_inst.done_irq_p_loc_d      1
[final cells by class]
cell class,count,share of cell area
antenna,58,0.00123
clock buffer,156,0.0267
clock inverter,50,0.00665
inverter,555,0.0177
multi-input combinational,11410,0.623
sequential,768,0.163
tap,5428,0.0574
timing repair buffer,1303,0.105
[synthesized netlist by cell type, types with 267 or more instances]
master / instances / area share
sky130_fd_sc_hd__nand2_1: 1598 / 0.061
sky130_fd_sc_hd__mux2_2: 515 / 0.059
sky130_fd_sc_hd__a21o_1: 443 / 0.034
sky130_fd_sc_hd__xnor2_1: 476 / 0.042
sky130_fd_sc_hd__nor2_1: 1260 / 0.048
sky130_fd_sc_hd__xor2_1: 267 / 0.024
sky130_fd_sc_hd__ha_1: 767 / 0.098
sky130_fd_sc_hd__nand4_1: 484 / 0.031
sky130_fd_sc_hd__o21bai_1: 278 / 0.021
sky130_fd_sc_hd__o21ai_0: 1170 / 0.060
sky130_fd_sc_hd__inv_1: 554 / 0.021
sky130_fd_sc_hd__dfrtp_1: 768 / 0.20
sky130_fd_sc_hd__clkbuf_1: 693 / 0.027
sky130_fd_sc_hd__a21oi_1: 1774 / 0.090
[cells by family after synthesis]
logic type | share of synthesized area
AND-OR/OR-AND | 0.311
AND/OR/NAND/NOR | 0.192
buffers and inverters | 0.0564
adder cells (fa/ha/maj) | 0.0984
flip-flops | 0.196
XOR/XNOR | 0.0663
multiplexers | 0.0793
[worst register-to-register path, delay by kind of cell, from the launching register on]
family | cells | cell delay [ps]
AND-OR/OR-AND | 30 | 8900
XOR/XNOR | 1 | 290
adder cells (fa/ha/maj) | 4 | 1390
buffers and inverters | 10 | 5050
flip-flops | 1 | 420
multiplexers | 2 | 780
AND/OR/NAND/NOR | 5 | 950
[worst max-delay path by stage]
| stage | start | end | slack, ps | depth (start not counted) |
|---|---|---|---|---|
| 4_1_cts | m[0] | u_mod_mul_il_inst.y_loc[80] | 104740 | 53 |
| 5_1_grt | m[129] | u_mod_mul_il_inst.y_loc[80] | 103860 | 54 |
| 6_report | m[1] | u_mod_mul_il_inst.y_loc[80] | 104290 | 53 |
